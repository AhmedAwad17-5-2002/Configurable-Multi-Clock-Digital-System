--- flow/run.sh ---
#!/bin/bash
# OpenROAD 26Q1-2900-gdf79404cd8, Yosys 0.63+post, stock flow scripts
make -C /OpenROAD-flow-scripts/flow DESIGN_CONFIG=/design/flow/config.mk WORK_HOME=/design/flow/orfs finish
--- flow/config.mk ---
export PLATFORM = sky130hd
export DESIGN_NAME = UART
export DESIGN_NICKNAME = UART
export VERILOG_FILES = /design/flow/design.v
export SDC_FILE = /design/flow/constraint.sdc
export NUM_CORES = 4
export LEC_CHECK = 1
export CORE_UTILIZATION = 40
export SYNTH_HDL_FRONTEND = slang
--- flow/constraint.sdc ---
current_design UART

set clk_period 4.6
set clk_io_pct 0.2

create_clock -name clk0 -period $clk_period [get_ports {RX_clk}]
create_clock -name clk1 -period $clk_period [get_ports {TX_clk}]

set non_clock_inputs [all_inputs -no_clocks]
set_input_delay [expr $clk_period * $clk_io_pct] -clock clk0 $non_clock_inputs
set_output_delay [expr $clk_period * $clk_io_pct] -clock clk0 [all_outputs]
--- flow/design.v ---
package enums;
typedef enum logic [1:0] {Register_File_Write_command,
	                          Register_File_Read_command,
	                          ALU_Operation_command_with_operand, 
	                          ALU_Operation_command_with_No_operand
	                          } e_command_types;
typedef enum logic [7:0] {RF_Wr_CMD=8'hAA,
	                          RF_Rd_CMD=8'hBB,
	                          ALU_OPER_W_OP_CMD=8'hCC, 
	                          ALU_OPER_W_NOP_CMD=8'hDD
	                          } e_frame0_type;
typedef enum logic [1:0] {RF_Wr_Addr,
	                          RF_Rd_Addr,
	                          Operand_A, 
	                          ALU_FUN_f1
	                          } e_frame1_type;
typedef enum logic  [1:0] {RF_Wr_Data,
	                           Operand_B,
	                           NA_f2
	                           } e_frame2_type;
typedef enum logic        {ALU_FUN_f3,
	                           NA_f3
	                           } e_frame3_type;
typedef enum logic [1:0] {frame0_s,
	                          frame1_s,
	                          frame2_s,
	                          frame3_s
	                          } e_seq;
endpackage : enums
module RX_FSM (
	input clk,
	input ARSTn,
	input RX_IN,
	input PAR_EN,
	input par_err,
	input strt_glitch,
	input stp_err,
	input [3:0] bit_cnt,
	input [4:0] edge_cnt,
  input [5:0] Prescale,
	output reg dat_samp_en,
	output reg enable,
	output reg deser_en,
	output reg data_valid,
	output reg stp_chk_en,
	output reg strt_chk_en,
	output reg par_chk_en,
  output reg PAR_STALL
	);
    parameter IDEL=3'b000,
              START=3'b001,
              DATA=3'b011,
              PARITY=3'b010,
              STOP=3'b110;
    reg [2:0] cs,ns;
    always@(posedge clk , negedge ARSTn) begin
    	if(~ARSTn)
    		cs<=IDEL;
    	else
    		cs<=ns;
    end
always@(posedge clk)begin
  if (~ARSTn)
    data_valid<=0;
  else if(cs==STOP) begin
      if((~stp_err && ~strt_glitch) && ((edge_cnt == Prescale-1))) begin    
         if(PAR_EN && ~par_err)
              data_valid<=1; 
          else if(par_err)
              data_valid<=0;
          else
              data_valid<=1;    
      end
  else if(stp_err && strt_glitch)
       data_valid<=0;
  end
  else if(cs==START) begin
    if(edge_cnt==2)
      data_valid<=0;
  end
end
    always @(*) begin 
    	case (cs)
    		IDEL : begin 
    			    if(~RX_IN)
    				   ns=START;
    			    else begin
               ns=IDEL;               
              end
    		       end
    		START : begin     
             if(((edge_cnt==Prescale-1) && bit_cnt==4'b0000))
               begin
    			       if(strt_glitch)
    			       	    ns=IDEL;
    			       else 
                         ns=DATA;
    			     end
    			     else 
    			     	ns=START;   			       			     
    		        end
    		DATA : begin
    			    if(((edge_cnt==Prescale-1) && bit_cnt==4'b1000))
              begin
    			    	if(PAR_EN)
    			    		ns=PARITY;
    			    	else
    			    		ns=STOP;
    			    end
    			    else
    			    	ns=DATA;
    			   end
    	    PARITY : begin
    	               if(((edge_cnt==Prescale-1) && bit_cnt==4'b1001))
    	             	 ns=STOP;
    	               else
    	             	ns=PARITY;   	               	    	      
    	             end
    	    STOP : begin
    	               if(((edge_cnt==Prescale-1) && (bit_cnt==4'b1010 || bit_cnt==4'b1001)))
    	             	  ns=IDEL;
    	               else
    	             	 ns=STOP;   	               	    	      
    	           end
    		default :begin
                 ns=IDEL;
               end
    	endcase
    end
    always @(*) begin
              PAR_STALL=0;
    	case (cs)
    		    IDEL : begin 
    			    if(~RX_IN) begin
    			            dat_samp_en=1;
                      enable=1;
                      deser_en=0;
                      stp_chk_en=0;
                      strt_chk_en=1;
                      par_chk_en=0;                     
                    end
                    else begin
                      dat_samp_en=0;
                      enable=0;
                      deser_en=0;
                      stp_chk_en=0;
                      strt_chk_en=0;
                      par_chk_en=0;
                    end
    		       end
    		    START : begin
    			            dat_samp_en=1;
                      enable=1;
                      deser_en=0;
                      stp_chk_en=0;
                      strt_chk_en=1;
                      par_chk_en=0;
    		        end
            DATA : begin
            	        dat_samp_en=1;
                      enable=1;
                      deser_en=1;
                      stp_chk_en=0;
                      strt_chk_en=0;
                      par_chk_en=0;                                          
                   end
            PARITY : begin
            	        dat_samp_en=1;
                      enable=1;
                      deser_en=0;
                      stp_chk_en=0;
                      strt_chk_en=0;
                      par_chk_en=1;
                      PAR_STALL=1;
                     end
            STOP : begin
            	        dat_samp_en=1;
                      enable=1;
                      deser_en=0;
                      stp_chk_en=1;
                      strt_chk_en=0;
                      par_chk_en=0;
                      PAR_STALL=1;
                   end
    		default : begin
    			              dat_samp_en=0;
                        enable=0;
                        deser_en=0;
                        stp_chk_en=0;
                        strt_chk_en=0;
                        par_chk_en=0;
                      end
    	endcase
    end
endmodule
module RX_TOP (
	input         CLK,     
	input         RST,   
	input   [5:0] Prescale,
	input         PAR_EN,
	input         PAR_TYP,
	input         RX_IN,
	output  [7:0] P_DATA,
	output        Data_valid,
	output        PAR_ERR,
	output        STP_ERR
);
wire sampled_bit,deser_en,enable,strt_glitch,dat_samp_en, stp_chk_en,strt_chk_en,par_chk_en,PAR_STALL;
wire [4:0] edge_cnt;
wire [3:0] bit_cnt;
RX_data_sampling M0 (
 CLK,    
 RST,  
 dat_samp_en,
 edge_cnt,
 RX_IN,
 Prescale,
 sampled_bit	
);
RX_deserializer M1 (
 CLK,    
 RST,  
 deser_en,
 sampled_bit,
 edge_cnt,
 Prescale,
 P_DATA
);
RX_edge_counter M2 (
 CLK,     
 RST,   
 enable,
 PAR_EN,
 Prescale,
 edge_cnt,	
 bit_cnt
);
RX_FSM M3 (
 CLK,
 RST,
 RX_IN,
 PAR_EN,
 PAR_ERR,
 strt_glitch,
 STP_ERR,
 bit_cnt,
 edge_cnt,
 Prescale,
 dat_samp_en,
 enable,
 deser_en,
 Data_valid,
 stp_chk_en,
 strt_chk_en,
 par_chk_en,
 PAR_STALL
);
RX_parity_check M4 (
 par_chk_en,
 sampled_bit,
 PAR_TYP,
 P_DATA,
 CLK,
 RST,
 edge_cnt,
 Prescale,
 PAR_STALL,
 PAR_ERR
);
RX_stop_chk M5 (
 stp_chk_en,
 sampled_bit,
 edge_cnt,
 Prescale,
 CLK,
 RST,
 STP_ERR
);
RX_start_chk M6 (
 sampled_bit,
 strt_chk_en,
 edge_cnt,
 Prescale,
 RST,
 CLK,
 strt_glitch
);
endmodule
module RX_data_sampling (
	input        clk,     
	input        ARSTn,   
	input        data_samp_en,
	input  [4:0] edge_cnt,
	input        RX_IN,
	input  [5:0] prescale,
	output reg   sampled_bit	
);
reg  [2:0] samples; 
wire [5:0] half,pre_half,post_half;
assign half=(prescale>>1)-1'b1;
assign pre_half = half-1'b1;
assign post_half = half+1'b1;
always @(posedge clk or negedge ARSTn) begin 
	if(~ARSTn) 
		samples <= 3'b0;
	else
	 begin
		if(data_samp_en) begin
			if(edge_cnt==pre_half)
				samples[0]<=RX_IN;
			else if(edge_cnt==half)
				samples[1]<=RX_IN;
			else if(edge_cnt==post_half)
			    samples[2]<=RX_IN;
			else
			    samples<=samples;				
		end
		else
			samples<=3'b0;
	 end
end
always @(*) begin 
	    	sampled_bit = (samples[0] & samples[1])  | (samples[0] & samples[2]) | (samples[2] & samples[1]);
end
endmodule
module RX_deserializer (
	input      clk,     
	input      ARSTn,   
	input      deser_en,
	input      sampled_bit,
	input      [4:0] edge_cnt,
	input      [5:0] Prescale,
	output reg [7:0] P_DATA
);
always @(posedge clk or negedge ARSTn) begin
	if(~ARSTn) begin
		P_DATA <= 0;
	end 
	else begin
		if((deser_en==1) && ((edge_cnt==(Prescale>>1))))
		 begin
           P_DATA <= {sampled_bit,P_DATA[7:1]}	;
		end
		else begin
			P_DATA <= P_DATA;
		end 
	end
end
endmodule 
module RX_edge_counter (
	input      clk,     
	input      ARSTn,   
	input      enable,
	input      PAR_EN,
	input      [5:0] Prescale,
	output reg [4:0] edge_cnt,	
	output reg [3:0] bit_cnt
);
always @(posedge clk or negedge ARSTn) begin
	if(~ARSTn) begin
		edge_cnt <= 0;
		bit_cnt <= 0;
	end
	else begin
		if(enable)  begin
			if((edge_cnt==Prescale-1)) 
			begin
				if((bit_cnt=='d10 && PAR_EN==1) || (bit_cnt=='d9 && PAR_EN==0))
					bit_cnt<=0;
			    else 
				 bit_cnt<=bit_cnt+1'b1;
			    edge_cnt<=0;
			end
			else 
				edge_cnt<=edge_cnt+1'b1;
		end
		else begin
		   edge_cnt <= 0;
		   bit_cnt <= 0;			
		end
	end
end
endmodule 
module RX_parity_check (
	input      par_chk_en,
	input      sampled_bit,
	input      PAR_TYP,
	input      [7:0] P_DATA,
	input      clk,
	input      ARST_n,
	input      [4:0] edge_cnt,
	input      [5:0] Prescale,
	input      PAR_STALL,
	output reg par_err
);
always @(posedge clk or negedge ARST_n) begin 
	if (~ARST_n) begin
		par_err<=0;
	end
	else if(par_chk_en && (edge_cnt==((Prescale>>1)+2))) begin
	   if(PAR_TYP==0) begin
		   if((^P_DATA)==sampled_bit)
			    par_err<=0;
			else
				par_err<=1;
		end
		else begin
		    if((~^P_DATA)==sampled_bit)
			    par_err<=0;
			else
				par_err<=1;
		end
   end
end
endmodule 
module RX_start_chk (
input            sampled_bit,
input            strt_chk_en,
input      [4:0] edge_cnt,
input      [5:0] Prescale,
input            ARSTn,
input            clk,
output reg       strt_glitch
);
always @(posedge clk or negedge ARSTn) begin 
	if (~ARSTn) begin
		strt_glitch<=0;
	end
	else if(strt_chk_en && ((edge_cnt==(Prescale>>1)+2)))
	    strt_glitch <= sampled_bit;
	else
	    strt_glitch <= 1'b0; 
end
endmodule
module RX_stop_chk (
    input            stp_chk_en,
    input            sampled_bit,
    input      [4:0] edge_cnt,
    input      [5:0] Prescale,
    input            clk,
    input            ARST_n,
    output reg       stp_err
);
always @(posedge clk or negedge ARST_n) begin
    if(~ARST_n)
        stp_err=0;
	else if (stp_chk_en && ((edge_cnt==(Prescale>>1)+1)))
		stp_err = ~sampled_bit;
    else if(~stp_chk_en)
        stp_err=0;
end
endmodule 
module TX_Serializer #(parameter DATA_WIDTH=8 , COUNTER_WIDTH=$clog2(DATA_WIDTH)) (
	input clk,     
	input ARSTn,   
	input [DATA_WIDTH-1:0] DATA,
	input ser_en,
	output ser_done,
	output wire ser_data	
);
reg [COUNTER_WIDTH-1:0] counter;
assign ser_done =(counter==3'b111)? 1: 0 ;
assign ser_data =DATA[counter];
always @(posedge clk or negedge ARSTn) begin 
	if(~ARSTn) begin
		counter  <= 7; 
	end 
	else begin
		if(ser_en==1'b1) begin
			if(counter == 7) begin
			 counter <=0;
			end
			else  begin
			 counter <= counter+1;
			end
		end
		else begin
			counter  <= 7;
		end
	end
end
endmodule
module TX_FSM(clk,ARSTn,DATA_VALID,PAR_EN,serial_done,mux_sel,busy,serial_en,cs_out);
	parameter IDEL=3'b000,
	          START=3'b001,
	          DATA=3'b011,
	          PARITY=3'b010,
	          STOP=3'b110;
	input clk,ARSTn,serial_done,DATA_VALID,PAR_EN;
	output reg [1:0] mux_sel;
	output reg busy,serial_en;
	output [2:0] cs_out;
	reg [2:0] cs,ns;
	always@(posedge clk, negedge ARSTn) begin
		if(~ARSTn)
			cs<=IDEL;
		else
			cs<=ns;
	end
	always @(*) begin 
		case (cs)
			IDEL : 
			       if(DATA_VALID)
			         ns = START;
			       else
			       	 ns = IDEL;
			START : ns = DATA;
			DATA : 
			       if(~serial_done)
			         ns = DATA;
			       else begin
			       	 if (PAR_EN==0) 
			       	 	ns = STOP;
			       	 else
			       	 	ns = PARITY;
			       end
		    PARITY : ns = STOP;
		    STOP :
		          if(!DATA_VALID) 
		            ns = IDEL;
		          else 
		          	ns = IDEL;
			default : ns = IDEL;
		endcase
	end
	always @(*) begin 
		case (cs)
			IDEL : begin
				     mux_sel=2'b11;
				     busy=1'b0;
				     serial_en=1'b0;
			       end
            START : begin
            	      mux_sel=2'b00;
            	      busy=1'b1;
            	      if(ns==DATA)
            	      	serial_en=1;
            	      else
            	        serial_en=1'b0;
                    end
            DATA : begin
            	     mux_sel=2'b01;
            	     busy=1'b1;
            	     if(serial_done)
            	     	serial_en=1'b0;
            	     else
            	     	serial_en=1'b1;
                   end
            PARITY : begin
            	       mux_sel=2'b10;
            	       busy=1'b1;
            	       serial_en=1'b0;
            	     end
            STOP : begin
            	     mux_sel=2'b11;
            	     busy=1'b1;
            	     serial_en=1'b0;
            	   end
			default : begin
			            busy=1'b0;
			            serial_en=1'b0;
			            mux_sel=2'b00;
			          end
		endcase
	end
	assign cs_out=cs;
endmodule
module TX_mux(one,zero,parity,data_s,mux_sel,mux_out);
    input one,zero,parity,data_s;
    input [1:0] mux_sel;
    output reg mux_out;
    always @(*) begin 
    	  case(mux_sel)
    		  2'b00 : mux_out = zero;
    		  2'b01 : mux_out = data_s;
    		  2'b10 : mux_out = parity;
    		  2'b11 : mux_out = one;
    	  endcase
    end
endmodule
module TX_PARITY #(parameter DATA_WIDTH=8) (
	input [DATA_WIDTH-1:0] DATA,
	input PAR_TYP, 
	input DATA_VALID,
	input PAR_EN,
	output reg parity
);
always @(*) begin 
  if (~PAR_EN)
	    parity = 0;
	else if(PAR_EN) begin
		  if (~PAR_TYP)   
			parity = ^DATA;
		  else
			parity = ~^DATA;
	end
  else
	   parity = 0;
end
endmodule 
module TX_TOP #(parameter DATA_WIDTH=8) (
	input CLK,                       
	input RST,                       
	input PAR_EN,
	input PAR_TYP,
	input [DATA_WIDTH-1:0] P_DATA,
	input DATA_VALID,
	output  S_DATA,
	output  BUSY
);
wire [1:0] mux_sel; 
wire serial_done,serial_en,parity,data_s;
wire CLOCK,RESET;
wire [2:0] cs;
reg [DATA_WIDTH-1:0] TEMPO;
always@(posedge CLK, negedge RST) begin
    if(~RST) begin
    	TEMPO<=0;
    end
    else begin
        if(DATA_VALID && cs==0)
          TEMPO<=P_DATA;
        else
          TEMPO<=TEMPO;
    end
end
TX_FSM V1 (.clk(CLK),.ARSTn(RST),.DATA_VALID(DATA_VALID),.PAR_EN(PAR_EN),.serial_done(serial_done),.mux_sel(mux_sel),.busy(BUSY),.serial_en(serial_en), .cs_out(cs));
TX_mux V2 (1'b1,1'b0,parity,data_s,mux_sel,S_DATA);
TX_PARITY V3(TEMPO,PAR_TYP,DATA_VALID,PAR_EN,parity);
TX_Serializer V4(CLK,RST,TEMPO,serial_en,serial_done,data_s);
endmodule 
module UART  #(parameter DATA_WIDTH=8)
(
	input TX_clk,
	input RX_clk,     
	input TX_ARSTn,   
	input RX_ARSTn,
	input        TX_PAR_EN,
	input        TX_PAR_TYP,
	input  [DATA_WIDTH-1:0] TX_P_DATA,
	input        TXDATA_VALID,
	output       TX_S_DATA,
	output       TX_BUSY,
  input   [5:0] RX_Prescale,
	input         RX_PAR_EN,
	input         RX_PAR_TYP,
	input         RX_IN,
	output  [DATA_WIDTH-1:0] RX_P_DATA,
	output        RX_DATA_VLD,
	output        RX_PAR_ERR,
	output        RX_STP_ERR
);
TX_TOP #(.DATA_WIDTH(DATA_WIDTH)) TX (
  TX_clk,     
  TX_ARSTn,   
  TX_PAR_EN,
  TX_PAR_TYP,
  TX_P_DATA,
  TXDATA_VALID,
  TX_S_DATA,
  TX_BUSY
);
RX_TOP RX (
 RX_clk,     
 RX_ARSTn,   
	RX_Prescale,
  RX_PAR_EN,
  RX_PAR_TYP,
  RX_IN,
  RX_P_DATA,
  RX_DATA_VLD,
  RX_PAR_ERR,
  RX_STP_ERR
);
endmodule
==> results.json <==
{
  "status": "finished clean",
  "crit_fanout": 15,
  "cts.sinks": 45,
  "synthArstFlopShare": 0.978,
  "place_ws_ns": 0.678,
  "setup_viol": 0,
  "hp-class": "flip-flop to flip-flop",
  "synth_cell_types": 58,
  "postCtsHoldBufs": 0,
  "hpwl_um": 4630,
  "layout-drive-gt1-share": 0.146,
  "cp.required_ns": 4.80,
  "finish.utilization": 0.484,
  "ys_area_um2": 3180,
  "rows": 32,
  "avgSynthCellArea_um2": 9.84,
  "max-slew-margin-rel": 0.519,
  "viasPerCell": 5.12,
  "yosysSeqAreaShare": 0.355,
  "antennaDiodeCount": 0,
  "yosysCellCount": 323,
  "drt_pass1_iterations": 4,
  "cts_tree": "built",
  "maxSlewViolCount": 0,
  "cts_resized": 0,
  "grt_pass1_vias": 2276,
  "met1_usage": 0.270,
  "core_um2": 7690,
  "syn_to_final_growth_pct": 17.2,
  "grt.met2_usage": 0.255,
  "powerDensity_nw_per_um2": 480,
  "lay_top_cells": "dfrtp_1 (39), clkdlybuf4s50_1 (35), xnor2_1 (33)",
  "initCoreUtil": 0.413,
  "cp-start-kind": "primary input",
  "place_congestion": 0.825,
  "n_fill_cell": 726,
  "ys.flops": 45,
  "tns_ns": 0,
  "wirelength_um": 6290,
  "drc_errors": 0,
  "postSynthCellCount": 323,
  "crit_type": "primary input to flip-flop",
  "track_usage": 0.167,
  "finClkSkew_ns": 0.00398,
  "cts.reportedPaths.clkPinSlew_ns": 0.06,
  "cp-end-kind": "flip-flop",
  "worstPathArrival_ns": 3.85,
  "fin_ws_ns": 0.956,
  "rsz0062_at_grt": "no",
  "vdd_ir_drop_max_mv": 0.219,
  "grt_max_degree": 31,
  "synth-edff-count": 0,
  "total_power_mw": 1.79,
  "vias": 2350,
  "warning_count": 35,
  "io_buffers": 35,
  "dieHeight_um": 91.1,
  "antenna_left": 0,
  "synth_area_leader_cell": "dfrtp_1",
  "grt_pass1_wl_um": 10900,
  "die_area_um2": 8300,
  "synthFlopType": "dfrtp_1",
  "worst_pin_slew_ns": 0.719,
  "post_cts_buffers": 0,
  "leakage_nw": 1.60,
  "max_stage_delay_ns": 0.52,
  "ios": 37,
  "yosysTopAreaCellShare": 0.307,
  "lay_top_count": "dfrtp_1",
  "die_w_um": 91.1,
  "postLayoutCellArea_um2": 3720,
  "wl_per_cell_um": 13.7,
  "crit_chain": "clkdlybuf4s50_1 -> inv_1 -> ha_1 -> nor3b_1 -> nand2_1 -> xor2_1 -> and4_1 -> or4b_1 -> a31oi_1",
  "gr-total-overflow": 0,
  "synthTopCellsByArea": "dfrtp_1 (31%), xnor2_1 (9.1%), mux2_2 (7.4%)",
  "use_met3": 0.0255,
  "crit_slowest_cell": "and4_1",
  "syn_area_um2": 3180,
  "busiest_layer": "met1",
  "grt_antenna_before_repair": 0,
  "drtIter0Drc": 85,
  "finalHoldViolCount": 0,
  "place_area_um2": 3590,
  "timing.max_cap.violations": 0,
  "ys_warn_count": 0
}
-- state kept, by name, summed over array words and instances, names as in the netlist, 3 cells and up --
name / count
TX.TEMPO: 8
RX.M2.bit_cnt: 4
RX.M0.samples: 3
RX.M1.P_DATA: 8
TX.V1.cs_out: 5
RX.M2.edge_cnt: 5
RX.M3.cs: 5
TX.V4.counter: 3
-- report_power, final --
| group | switching [mW] | leakage [nW] | internal [mW] |
|---|---|---|---|
| Clock | 0.141 | 0.0737 | 0.180 |
| Combinational | 0.359 | 0.966 | 0.423 |
| Sequential | 0.172 | 0.564 | 0.512 |
| Total | 0.671 | 1.60 | 1.12 |
-- Yosys cell counts (2+ instances only) --
cell and n:
nand2b_1 5, inv_1 18, nand4_1 5, mux2_2 21
and2_1 2, and3_1 4, buf_6 2, or2_2 3
buf_2 10, xor2_1 14, dfstp_2 5, nor2b_1 8
nand3_1 16, nor4b_1 2, nor2_1 23, mux4_2 2
o21bai_1 2, dfrtp_1 39, and4_1 2, nand2_1 18
a21o_1 3, xnor2_1 33, nor3_1 7, o211ai_1 3
o22ai_1 2, ha_1 16, o21ai_0 6, a21oi_1 7
mux2i_1 10, nor3b_1 4, a211oi_1 3, clkbuf_1 2
-- cell families after synthesis --
logic type	Yosys count	share of synthesized area
and+or+nand+nor	107	0.183
xor gates and xnor gates	49	0.140
DFF	45	0.355
AOI/OAI and AO/OA	40	0.0914
buffers and inverters	33	0.0477
muxes	33	0.120
adders and majority gates	16	0.0630
-- final timing paths --
check | from | cells past startpoint | slack, ns | to
worst max-delay path | RX_Prescale[2] | 9 | 0.96 | RX.M2.bit_cnt[3]
worst min-delay path | RX.M3.data_valid | 2 | 0.48 | RX.M3.data_valid
worst max register to register | RX.M2.edge_cnt[3] | 5 | 2.05 | RX.M1.P_DATA[7]
worst min register to register | RX.M3.data_valid | 2 | 0.48 | RX.M3.data_valid
max in group clk1 | TXDATA_VALID | 3 | 2.69 | TX.TEMPO[3]
max in group asynchronous | TX_ARSTn | 1 | 3.05 | TX.V1.cs_out[1]
min in group clk1 | TX.V1.cs_out[2] | 1 | 0.48 | TX.V1.cs_out[0]
min in group asynchronous | RX_ARSTn | 2 | 1.02 | RX.M1.P_DATA[3]
-- through the flow --
stage	hold WS [ns]	std cells
2_1_floorplan	0.438	323
3_3_place_gp	0.464	447
3_5_place_dp	0.467	447
4_1_cts	0.483	459
5_1_grt	0.500	459
6_report	0.479	459
-- cell type report --
cell class              count  area [um^2]  area share
multi-input cells         245         1900       0.510
flip-flops and latches     45         1130       0.303
repair buffers             37          365      0.0981
clock buffers              10          128      0.0343
well taps                 102          128      0.0343
inverters                  18         67.6      0.0181
clock inverters             2         10.0     0.00269
-- metal layers --
layer | routed length (um) | vias up
met3 | 171 | 6
li1 | - | 1193
met1 | 3260 | 1116
met5 | 0 | -
met4 | 49 | 0
met2 | 2810 | 35
-- critical path, delay by kind of cell --
| kind | cells | cell delay, ns |
|---|---|---|
| buf+inv | 2 | 0.75 |
| xor+xnor | 1 | 0.14 |
| fa+ha+maj | 1 | 0.35 |
| simple gates | 4 | 1.51 |
| compound gates | 1 | 0.17 |
No activity file was given, so power comes from the tool's default toggle rates.
