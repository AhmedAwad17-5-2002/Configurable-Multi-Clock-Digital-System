===== ./run.sh =====
#!/bin/bash
# OpenROAD 26Q1-2900-gdf79404cd8, Yosys 0.63+post, stock flow scripts
make -C /OpenROAD-flow-scripts/flow DESIGN_CONFIG=/design/flow/config.mk WORK_HOME=/design/flow/orfs finish

===== ./config.mk =====
export PLATFORM = sky130hd
export DESIGN_NAME = REG_FILE
export DESIGN_NICKNAME = REG_FILE
export VERILOG_FILES = /design/flow/design.v
export SDC_FILE = /design/flow/constraint.sdc
export NUM_CORES = 4
export LEC_CHECK = 1
export CORE_UTILIZATION = 40
export SYNTH_HDL_FRONTEND = slang

===== ./constraint.sdc =====
current_design REG_FILE

set clk_period 1.6
set clk_io_pct 0.2

create_clock -name clk0 -period $clk_period [get_ports {CLK}]

set non_clock_inputs [all_inputs -no_clocks]
set_input_delay [expr $clk_period * $clk_io_pct] -clock clk0 $non_clock_inputs
set_output_delay [expr $clk_period * $clk_io_pct] -clock clk0 [all_outputs]

===== ./design.v =====
package enums;
typedef enum logic [1:0] {Register_File_Write_command,
	                          Register_File_Read_command,
	                          ALU_Operation_command_with_operand, 
	                          ALU_Operation_command_with_No_operand
	                          } e_command_types;
typedef enum logic [7:0] {RF_Wr_CMD=8'hAA,
	                          RF_Rd_CMD=8'hBB,
	                          ALU_OPER_W_OP_CMD=8'hCC, 
	                          ALU_OPER_W_NOP_CMD=8'hDD
	                          } e_frame0_type;
typedef enum logic [1:0] {RF_Wr_Addr,
	                          RF_Rd_Addr,
	                          Operand_A, 
	                          ALU_FUN_f1
	                          } e_frame1_type;
typedef enum logic  [1:0] {RF_Wr_Data,
	                           Operand_B,
	                           NA_f2
	                           } e_frame2_type;
typedef enum logic        {ALU_FUN_f3,
	                           NA_f3
	                           } e_frame3_type;
typedef enum logic [1:0] {frame0_s,
	                          frame1_s,
	                          frame2_s,
	                          frame3_s
	                          } e_seq;
endpackage : enums
module REG_FILE #(parameter DATA_WIDTH=8,
	                        ADDR_WIDTH=4
)(
	input CLK,     
	input rst_n,   
	input [ADDR_WIDTH-1 : 0] ADDRESS,
	input WrEn,RdEn,
	input [DATA_WIDTH-1 : 0] WrData,
    output logic RdData_Valid,
	output logic [DATA_WIDTH-1 : 0] RdData,
	output logic [DATA_WIDTH-1 : 0] REG0,
	output logic [DATA_WIDTH-1 : 0] REG1,
	output logic [DATA_WIDTH-1 : 0] REG2,
	output logic [DATA_WIDTH-1 : 0] REG3
);
reg [7:0] RegFile [15:0];
always_ff @(posedge CLK or negedge rst_n) begin : proc_RegFile_Write
	if(~rst_n) begin
		RdData_Valid <= 0;
		for (int i = 0; i < 16; i++) begin
			if (i==2)
				RegFile[i]<=8'b100000_0_1;
			else if (i==3)
				RegFile[i]<=8'b00100000;
			else 
			    RegFile[i]<=i; 
		end
	end 
	else begin
		if (WrEn && !RdEn)
			RegFile[ADDRESS]<=WrData;
		if (RdEn && !WrEn) begin
			RdData_Valid<=1;
		    RdData = RegFile[ADDRESS];
		end
		else
			RdData_Valid<=0;
	end
end
always_comb begin  : proc_RegFile_Read
    REG0 = RegFile[0];
    REG1 = RegFile[1];
    REG2 = RegFile[2]; 
    REG3 = RegFile[3];
end
endmodule : REG_FILE

==> summary.rpt <==
======================================================================================
CP Data Arrival Time                                                           1.24 ns
DRT Pass-1 Iters                                                                     4
Fill cell total of the finished layout                                            1305
Required arrival time at the worst endpoint                                    1.28 ns
Cell type group with the largest total delay on the critical path         buffers and inverters
TritonCTS buffer count                                                              17
DR vias                                                                           3617
Crit start category                                                          flip-flop
Synth-to-Final Area Change                                                       26.8%
Overall routing resource usage                                                   0.189
Portion of total power attributed to sequential cells                            0.448
CTS sink count                                                                     137
Endpoint class of the critical path                                        output port
Average wire length per cell after detail routing                              19.2 um
Area enclosed by the die boundary                                           16600 um^2
Leading cell types by total area after synthesis                          sky130_fd_sc_hd__dfrtp_1 38%, sky130_fd_sc_hd__mux2_2 21%, sky130_fd_sc_hd__dfstp_2 13%
Worst-case headroom to the max-slew limit                                        0.546
Cell type with the largest total area                                     sky130_fd_sc_hd__dfrtp_1
Buffer depth of the longest clock path                                               2
Number of ports placed on the die boundary                                          57
Hold crit path type                                                           in2async
Initial detailed-routing violation count                                           146
Number of warnings in the stage logs                                                27
Total of max-cap violations                                                          0
CTS H-Tree Depth                                                                     4
Outcome                                                                   finished clean
Summed negative setup slack over all endpoints                                    0 ns
Number of warnings reported in the yosys synthesis log                               0
Ys cells                                                                           406
Total leakage power                                                            3.84 nW
Library cell contributing the largest single delay on the critical path   sky130_fd_sc_hd__clkdlybuf4s50_1
Final worst-path cycle share                                                     0.975
Leading register cell type out of synthesis                               sky130_fd_sc_hd__dfrtp_1
DIE WIDTH                                                                       129 um
Hpwl dp                                                                        8.97 mm
Top cells by count                                                        118 x sky130_fd_sc_hd__mux2_2, 97 x sky130_fd_sc_hd__dfrtp_1, 32 x sky130_fd_sc_hd__buf_4, 32 x sky130_fd_sc_hd__dfstp_2, 32 x sky130_fd_sc_hd__mux4_2
Post-DR vias/cell                                                                 5.07
Cell breakdown of the critical path                                       clkdlybuf4s50_1
Combinational Power Share                                                        0.170
Area of the synthesized netlist per yosys stat                               6440 um^2
Initial antenna violation count                                                      0
Number of failing setup endpoints in the final timing report                         0
Port Buffers                                                                        56
Insertion delay of the later-clocked pin in the worst-skew pair                0.41 ns
Placement row count                                                                 46
Flop area                                                                    3510 um^2
Synthesized area                                                             6440 um^2
Multi-input gate area in the final layout                                    2590 um^2
Slowest stage delay, CP                                                        0.47 ns
Count of inserted antenna diode cells                                                0
Number of distinct library cells after synthesis                                    26
Clock Pin Slew Worst Setup and Hold Paths                                      0.05 ns
Max-slew violation count                                                             0
Total congestion overflow after global routing                                       0
Clock tree from TritonCTS                                                         done
Reported net switching power                                                   2.24 mW
VDD IR-drop max                                                                 812 uV
Post-synthesis average cell area                                             15.9 um^2
Number of instances in the synthesized netlist                                     406
Utilization after layout                                                         0.518
Sequential cell area fraction in the yosys report                                0.545
Timing-limited maximum frequency                                               641 MHz
Post-layout min period                                                         1.56 ns
Clock root buffer                                                         sky130_fd_sc_hd__clkbuf_16
CP Class                                                                       reg2out
Die extent in y                                                                 129 um
Ys async rst share                                                               0.942
Setup clock skew after layout                                               0.00404 ns
Antenna-violating nets left                                                          0
Slew of the pin with the lowest slew margin                                   0.681 ns
Core Util at FP                                                                  0.408
Post-detailed-route DRC marker count                                                 0
Number of enable flip-flop cells                                                     8
Vias in the first global route                                                    3862
Maximum number of pins on one net before global-route repair                       130
Switching Fraction                                                               0.219
Number of buffer and inverter instances along the worst setup path                   1
Most numerous cell in the Yosys netlist                                   sky130_fd_sc_hd__mux2_2
Wire length after detailed routing                                             13.7 mm
Share of final-layout standard cells stronger than drive strength 1              0.579
Flops out of synthesis                                                             137
Number of hold violations in the final report                                        0
Wire length of the first global-routing pass                                   21.9 mm
Largest driver fanout on the critical path                                           3
Power density cells                                                       1250 nW/um^2
RD Place Congestion                                                              0.774
Core box area                                                               15800 um^2
Clock network power share                                                        0.382
Internal                                                                       7.98 mW
Top cell type's share of synthesized area                                        0.377
======================================================================================
## cell type report
class | instances | share of cell area
Clock buffer | 25 | 0.0633
Clock inverter | 6 | 0.0103
Multi-Input combinational cell | 214 | 0.317
Sequential cell | 137 | 0.430
Tap cell | 216 | 0.0331
Timing Repair Buffer | 115 | 0.147
## logic make-up after synthesis
logic type,synth area share
multiplexers,0.341
AND/OR/NAND/NOR,0.0408
AND-OR/OR-AND,0.0187
buffers and inverters,0.0550
flip-flops,0.545
## registers in the layout, indices dropped and copies added, names as in the netlist
name          flops
REG1              8
REG3              8
REG0              8
RdData            8
REG2              8
RdData_Valid      1
RegFile          96
## repair_timing
item                                    4_1_cts  5_1_grt
hold buffers                                  0        0
buffers inserted                              4       11
endpoints found under the setup margin       99       28
endpoints found under the hold margin         0        0
gates resized                                15       19
pin swaps                                     0        0
## final timing paths
| kind | start | endpoint | slack, ns | cells past startpoint |
|---|---|---|---|---|
| max reg2reg | REG3[2]$_DFFE_PN0P_ | RdData[2]$_DFFE_PP_ | 0.08 | 4 |
| min | rst_n | REG1[3]$_DFFE_PN0P_ | 0.05 | 2 |
| max in group asynchronous | rst_n | RegFile[116]$_DFFE_PN0P_ | 1.05 | 2 |
| min in group clk0 | rst_n | RdData[4]$_DFFE_PP_ | 0.47 | 3 |
| min reg2reg | RegFile[110]$_DFFE_PN0P_ | RegFile[110]$_DFFE_PN0P_ | 0.49 | 1 |
| max | REG3[3]$_DFFE_PN0P_ | REG3[3] | 0.04 | 1 |
## placed cells by master (no fill, tap or decap), types with 14 or more instances in the layout
master                              n
sky130_fd_sc_hd__clkdlybuf4s50_1   21
sky130_fd_sc_hd__clkbuf_16         18
sky130_fd_sc_hd__buf_4             46
sky130_fd_sc_hd__mux4_2            32
sky130_fd_sc_hd__mux2_2           118
sky130_fd_sc_hd__dlymetal6s2s_1    19
sky130_fd_sc_hd__dfrtp_1           97
sky130_fd_sc_hd__dfstp_2           32
sky130_fd_sc_hd__a22oi_1           16
sky130_fd_sc_hd__nand2_1           15
sky130_fd_sc_hd__buf_12            14
## stage by stage
stage	cells	instance area, um^2	worst slack [ns]	total power [mW]	hold WS [ns]
2_1_floorplan	406	6440	0.0133	5.74	0.0244
3_3_place_gp	669	7420	-0.546	6.30	0.466
3_5_place_dp	669	7420	-0.572	6.35	0.475
4_1_cts	702	8040	0.00176	10.3	0.0858
5_1_grt	713	8170	-0.00883	10.7	0.107
6_report	713	8170	0.0406	10.2	0.0547
## power groups by stage
stage	Sequential, mW	Clock (mW)	Combinational (mW)
global route	4.67	4.17	1.89
CTS	4.59	4.00	1.71
finish	4.58	3.91	1.73
## layer usage
metal	global-route usage	routed length [um]	vias to the layer above
li1	-	-	1635
met1	0.302	6550	1884
met2	0.288	6410	87
met3	0.0470	630	11
met4	0.0166	124	0
met5	0	0	-
Power is estimated from default activity; no workload was simulated.
