--- run.sh ---
#!/bin/bash
# OpenROAD 26Q1-2900-gdf79404cd8, Yosys 0.63+post, stock flow scripts
make -C /OpenROAD-flow-scripts/flow DESIGN_CONFIG=/design/flow/config.mk WORK_HOME=/design/flow/orfs finish
--- config.mk ---
export PLATFORM = sky130hd
export DESIGN_NAME = FIFO_TOP
export DESIGN_NICKNAME = FIFO_TOP
export VERILOG_FILES = /design/flow/design.v
export SDC_FILE = /design/flow/constraint.sdc
export NUM_CORES = 4
export LEC_CHECK = 1
export CORE_UTILIZATION = 50
export SYNTH_HDL_FRONTEND = slang
--- constraint.sdc ---
current_design FIFO_TOP

set clk_period 2.6
set clk_io_pct 0.2

create_clock -name clk0 -period $clk_period [get_ports {R_CLK}]
create_clock -name clk1 -period $clk_period [get_ports {W_CLK}]

set non_clock_inputs [all_inputs -no_clocks]
set_input_delay [expr $clk_period * $clk_io_pct] -clock clk0 $non_clock_inputs
set_output_delay [expr $clk_period * $clk_io_pct] -clock clk0 [all_outputs]
--- design.v ---
package enums;
typedef enum logic [1:0] {Register_File_Write_command,
	                          Register_File_Read_command,
	                          ALU_Operation_command_with_operand, 
	                          ALU_Operation_command_with_No_operand
	                          } e_command_types;
typedef enum logic [7:0] {RF_Wr_CMD=8'hAA,
	                          RF_Rd_CMD=8'hBB,
	                          ALU_OPER_W_OP_CMD=8'hCC, 
	                          ALU_OPER_W_NOP_CMD=8'hDD
	                          } e_frame0_type;
typedef enum logic [1:0] {RF_Wr_Addr,
	                          RF_Rd_Addr,
	                          Operand_A, 
	                          ALU_FUN_f1
	                          } e_frame1_type;
typedef enum logic  [1:0] {RF_Wr_Data,
	                           Operand_B,
	                           NA_f2
	                           } e_frame2_type;
typedef enum logic        {ALU_FUN_f3,
	                           NA_f3
	                           } e_frame3_type;
typedef enum logic [1:0] {frame0_s,
	                          frame1_s,
	                          frame2_s,
	                          frame3_s
	                          } e_seq;
endpackage : enums
module FIFO_RAM #( 
 parameter DATA_WIDTH = 8,
           MEM_DEPTH  = 8,
           ADDR_WIDTH = $clog2(MEM_DEPTH) 
) (
    input                         W_CLK,
    input                         W_CLK_EN,
    input                         W_RST_n,
    input      [DATA_WIDTH-1 : 0] W_DATA,
    input      [ADDR_WIDTH-1 : 0] W_ADDR,
    input      [ADDR_WIDTH-1 : 0] R_ADDR,
    output reg [DATA_WIDTH-1 : 0] R_DATA
);
reg [DATA_WIDTH-1 : 0] MEM [MEM_DEPTH-1 : 0];
reg [MEM_DEPTH-1 : 0] i;
always @(posedge W_CLK or negedge W_RST_n) begin : proc_Write
	if(~W_RST_n) begin
		for(i=0 ; i<MEM_DEPTH ; i=i+1)
		    MEM[i] <= 0;
	end else if(W_CLK_EN) begin
		    MEM[W_ADDR] <= W_DATA;
		    i=i+1;
	end
end
always @(*) begin : proc_read
	R_DATA = MEM[R_ADDR];
end
endmodule
module FIFO_RD #( 
 parameter MEM_DEPTH  = 8,
           PTR_SIZE   = $clog2(MEM_DEPTH)+1,
           ADDR_WIDTH = $clog2(MEM_DEPTH)
) (
    input                         R_EN,
    input                         R_RST_n,
    input                         R_CLK,
    input      [PTR_SIZE-1 : 0]   RQ2_W_PTR,
    output                        R_EMPTY,
    output reg [PTR_SIZE-1 : 0]   R_PTR,
    output     [ADDR_WIDTH-1 : 0] R_ADDR
);
reg [PTR_SIZE-1 : 0] R_PTR_TEMP;
assign R_ADDR  = R_PTR_TEMP [PTR_SIZE-2 : 0];
assign R_EMPTY = (R_PTR == RQ2_W_PTR)? 1 : 0;
always @(posedge R_CLK or negedge R_RST_n) begin 
	if(~R_RST_n) begin
		R_PTR_TEMP <= 0;
	end else if (~R_EMPTY && R_EN) begin
		R_PTR_TEMP <= R_PTR_TEMP+1;
	end
end
always @(*) begin
	if(~R_RST_n)
		R_PTR=0;
	else begin
        R_PTR={R_PTR_TEMP[3], R_PTR_TEMP[3]^R_PTR_TEMP[2], R_PTR_TEMP[2]^R_PTR_TEMP[1], R_PTR_TEMP[1]^R_PTR_TEMP[0]};
	end
end
endmodule 
module FIFO_TOP #( 
 parameter DATA_WIDTH = 8,
           MEM_DEPTH  = 8,
           ADDR_WIDTH = $clog2(MEM_DEPTH),
           PTR_SIZE   = $clog2(MEM_DEPTH)+1  
) (
	input                         W_CLK,     
	input                         W_RST,
	input                         W_INC,
	input                         R_CLK,     
	input                         R_RST,   
	input                         R_INC,
	input      [DATA_WIDTH-1 : 0] WR_DATA,
	output                        FULL,
	output                        EMPTY,
	output     [DATA_WIDTH-1 : 0] RD_DATA
);
wire [PTR_SIZE-1 : 0]   R_PTR , W_PTR ,RQ2_W_PTR ,WQ2_R_PTR;
wire      [ADDR_WIDTH-1 : 0] W_ADDR;
wire      [ADDR_WIDTH-1 : 0] R_ADDR;
FIFO_RD M0 (.R_EN(R_INC),
            .R_RST_n(R_RST),
            .R_CLK(R_CLK),
            .RQ2_W_PTR(RQ2_W_PTR),
            .R_EMPTY(EMPTY),
            .R_PTR(R_PTR),
            .R_ADDR(R_ADDR));
SYNC M1_R (.CLK(W_CLK),  
	       .IN (R_PTR),
	       .RST(W_RST),
	       .OUT(WQ2_R_PTR));
SYNC M2_W (.CLK(R_CLK),
	       .IN (W_PTR),
	       .RST(R_RST),
	       .OUT(RQ2_W_PTR));
FIFO_WR M3 (.W_CLK(W_CLK),
	        .W_PTR(W_PTR),
	        .W_EN(W_INC), 
	        .W_RST_n(W_RST),
	        .WQ2_R_PTR(WQ2_R_PTR),
	        .W_FULL(FULL),
	        .W_ADDR(W_ADDR));
FIFO_RAM M4 (.W_CLK(W_CLK),
	         .R_ADDR(R_ADDR),
	         .W_ADDR(W_ADDR), 
	         .W_RST_n(W_RST),
	         .W_CLK_EN((!FULL & W_INC)), 
	         .W_DATA(WR_DATA), 
	         .R_DATA(RD_DATA)); 
endmodule 
module FIFO_WR #( 
 parameter MEM_DEPTH  = 8,
           PTR_SIZE   = $clog2(MEM_DEPTH)+1,
           ADDR_WIDTH = $clog2(MEM_DEPTH)
) (
    input                          W_EN,
    input                          W_RST_n,
    input                          W_CLK,
    input       [PTR_SIZE-1 : 0]   WQ2_R_PTR,
    output reg                     W_FULL,
    output reg  [PTR_SIZE-1 : 0]   W_PTR,
    output reg  [ADDR_WIDTH-1 : 0] W_ADDR
);
reg [PTR_SIZE-1 : 0] W_PTR_TEMP;
always @(*) begin 
	if((W_PTR [PTR_SIZE-3:0] == WQ2_R_PTR [PTR_SIZE-3:0]) && (W_PTR[ADDR_WIDTH] != WQ2_R_PTR[ADDR_WIDTH]) && (W_PTR[ADDR_WIDTH-1] != WQ2_R_PTR[ADDR_WIDTH-1]) )
		W_FULL=1;
	else 
		W_FULL=0;
	W_ADDR  = W_PTR_TEMP [PTR_SIZE-2 : 0];
end
always @(posedge W_CLK or negedge W_RST_n) begin 
	if(~W_RST_n) begin
		W_PTR_TEMP <= 0;
	end else if (~W_FULL && W_EN) begin
		W_PTR_TEMP <= W_PTR_TEMP+1;
	end
end
always @(*) begin
        W_PTR={W_PTR_TEMP[3], W_PTR_TEMP[3]^W_PTR_TEMP[2], W_PTR_TEMP[2]^W_PTR_TEMP[1], W_PTR_TEMP[1]^W_PTR_TEMP[0]};
	end
endmodule 
module SYNC #( 
	parameter MEM_DEPTH  = 8,
              PTR_SIZE   = $clog2(MEM_DEPTH)+1
) (
   input                   CLK,
   input  [PTR_SIZE-1 : 0] IN,
   input                   RST,
   output [PTR_SIZE-1 : 0] OUT
);
reg [PTR_SIZE-1 : 0] T1;
reg [PTR_SIZE-1 : 0] T2;
assign OUT = T2;
always @(posedge CLK or negedge RST) begin
	if(~RST) begin
		T1 <= 0;
		T2 <= 0;
	end else begin
		T1 <= IN;
		T2 <= T1;
	end
end
endmodule 
==> deck_impl_summary.md <==
Flow Results at a Glance

Synthesis
  – Synth cell types: 30
  – Synth top area share: 55.9%
  – Mean Syn Cell Area: 16.3 µm²
  – Synth warn: 0
  – Flip-flops with a built-in enable: 0
  – Yosys cell count: 241
  – Count of state elements after synthesis: 88
  – Main flop type: dfrtp_1
  – Post-Synthesis Cell Area: 3940 µm²
  – Seq/Total Area, Yosys: 55.9%
  – YS chip area: 3940 µm²
  – Syn Inst Count: 241
  – Top cells by area: dfrtp_1 (56%), mux2_2 (21%), mux4_2 (9.2%), ha_1 (2.2%), xnor2_1 (1.6%)
  – Fraction of registers with async set/reset: 100%
  – Leading area contributor after synthesis: dfrtp_1

Finish
  – Layout Cells excl Fill: 394
  – Final core utilization: 63.7%
  – Fraction of layout cells with a size suffix above 1: 50.5%
  – Filler cells: 561
  – Design area: 4740 µm²
  – Commonest Layout Cell: dfrtp_1
  – Layout area overhead: 20.4%
  – Most frequent cells in the layout: dfrtp_1 (84), mux2_2 (68), buf_4 (18)

Place
  – Setup WS pre-CTS: 0.190 ns
  – Hpwl dp: 4680 µm
  – Placed cell area: 4370 µm²
  – Final Wtd Congestion: 0.820
  – Placed cell count: 370
  – Port Buffers: 22

Floorplanning
  – Ports: 24
  – Die Footprint: 8230 µm²
  – Row count: 31
  – Core area: 7450 µm²
  – Initial core utilization: 52.9%
  – Die Y: 90.7 µm
  – Die Width: 90.7 µm

Route
  – Via density: 5.36
  – Drt first pass iters: 4
  – Ant diodes: 0
  – DR WL/cell: 18.6 µm
  – Final antenna-violating net count: 0
  – Routed WL: 7350 µm
  – Initial DRC Count: 54
  – DR vias: 2,110
  – DRC Markers: 0

Global routing
  – Antenna violations before repair: 0
  – All-Layer GR Usage: 21.0%
  – Largest net degree at the start of global routing: 53
  – First-pass GRT wire length: 12,400 µm
  – Vias in the first global route: 2,297
  – Remaining global-route overflow: 0

Setup path
  – R2R Setup Slk: 0.24 ns
  – Crit path DRT: 2.08 ns
  – Largest delay share family, worst path: multiplexers
  – Type of destination of the critical path: primary output
  – R2R Path Start: M3.W_PTR_TEMP[1]
  – Slowest-stage cell, CP: mux4_2
  – CP Class: flip-flop to primary output
  – R2R depth: 7
  – Largest fanout on the critical path: 14
  – WP buf/inv: 2
  – CP peak stage delay: 0.52 ns
  – Worst path arrival time: 2.04 ns
  – CP startpoint kind: flip-flop
  – Critical-path cell list: buf_12, mux4_2, mux2_4, clkdlybuf4s50_1
  – Reg2reg end: M4.MEM[60]

Timing
  – Worst slew margin: 56.2%
  – Clock skew: 0.00837 ns
  – Hold slack: 0.211 ns
  – Max-slew violations: 0
  – Least-Margin Pin Slew: 0.658 ns
  – Final Hold Vio Count: 0
  – RSZ-0062 raised after global routing: yes
  – Setup TNS: 0 ns
  – Final setup margin: 0.0356 ns
  – Final setup vio count: 0

Outcome
  – Status: completed

Clock tree
  – CTS tree: built
  – Hold buffers post-CTS: 0
  – Clock Pin Slew Worst Setup and Hold Paths: 0.08 ns
  – Clock sink count: 88

Pwr
  – Pwr/cell area: 1380 nW/µm²
  – Maximum vdd drop: 598 µV
  – Leakage power: 2.09 nW
  – Total Power: 6.53 mW

Flow run
  – Tool Warnings: 32
  – Max-cap violations: 0

Hold path
  – Hold/Removal Path Class: input pin to asynchronous set/reset pin
==> how the worst max path moves through the flow <==
stage         slack, ns              from  depth (start not counted)         end
global route      -0.04  M0.R_PTR_TEMP[0]                          4  RD_DATA[4]
CTS               -0.05  M0.R_PTR_TEMP[0]                          6       EMPTY
finish             0.04  M0.R_PTR_TEMP[0]                          4  RD_DATA[4]
==> report_power, final <==
group          switching, mW  internal (mW)  total, mW
Clock                  0.478          0.607       1.08
Sequential             0.373           2.06       2.43
Combinational           1.12           1.89       3.01
Total                   1.97           4.56       6.53
==> routing by layer <==
layer  routed length (µm)  track usage [%]
met3                  281             4.44
met1                 3550             36.2
met2                 3410             30.6
met4                  110             3.23
met5                    0                0
==> flip-flops by register name (all words and copies together), names as in the netlist <==
signal / count
M2_W.T1: 4
M4.MEM: 64
M1_R.T1: 4
M0.R_PTR_TEMP: 4
M1_R.OUT: 4
M3.W_PTR_TEMP: 4
M2_W.OUT: 4
==> synthesized netlist by cell type, types with 2 or more instances <==
library cell,instances
o21ai_0,2
xnor2_1,7
nor2_1,5
buf_2,4
nand2_4,4
ha_1,7
dfrtp_1,88
nand2_1,2
and2_1,4
clkbuf_1,2
xor2_1,5
mux2_1,2
inv_1,3
mux2_2,72
mux4_2,16
nand2_2,4
==> worst reg2reg max path, stage by stage (launching register included) <==
cell     delay (ns)
dfrtp_1        0.38
buf_4          0.15
ha_4           0.28
xor2_1         0.36
nor4_4         0.09
nor2_1         0.34
nand2_2        0.30
mux2_2         0.35
==> repair_timing <==
action / CTS / global route
pin swaps: 0 / 2
resized: 8 / 14
buffers inserted: 2 / 2
setup endpoints to repair: 4 / 7
==> layout make-up <==
cell class | instances | area (µm²) | area share, %
well taps | 99 | 124 | 2.61
inverters | 3 | 11.3 | 0.237
clock buffers | 17 | 204 | 4.30
clock inverters | 3 | 46.3 | 0.976
multi-input cells | 144 | 1780 | 37.5
repair buffers | 40 | 370 | 7.81
flip-flops and latches | 88 | 2210 | 46.5
==> cells by family (layout without fill, tap and decap cells) <==
group / Yosys count / in the layout / synth area share [%]
xor+xnor: 14 / 14 / 3.84
compound gates: 10 / 10 / 2.42
buf+inv: 9 / 63 / 0.985
flops: 88 / 88 / 55.9
mux: 90 / 90 / 30.3
fa+ha+maj: 7 / 7 / 2.22
simple gates: 23 / 23 / 4.29
Power and IR drop assume default switching activity.
